--- flow/config.mk ---
export PLATFORM = sky130hd
export DESIGN_NAME = uart_rx
export DESIGN_NICKNAME = uart_rx
export VERILOG_FILES = /design/flow/design.v
export SDC_FILE = /design/flow/constraint.sdc
export NUM_CORES = 4
export LEC_CHECK = 1
export CORE_AREA = 10 10 94 94
export DIE_AREA = 0 0 104 104
--- flow/constraint.sdc ---
current_design uart_rx

set clk_period 3.5
set clk_io_pct 0.2

create_clock -name clk0 -period $clk_period [get_ports {clk}]

set non_clock_inputs [all_inputs -no_clocks]
set_input_delay [expr $clk_period * $clk_io_pct] -clock clk0 $non_clock_inputs
set_output_delay [expr $clk_period * $clk_io_pct] -clock clk0 [all_outputs]
--- flow/design.v ---
module uart_rx #(
    parameter DBIT = 8, SB_TICK = 16
) (
    input logic clk, reset,
    input logic rx, s_tick,
    output logic rx_done_tick,
    output logic [7:0] dout
);
    typedef enum { IDLE, START, DATA, STOP } state;
    state state_reg, state_next;
    logic [3:0] s_reg, s_next;  
    logic [2:0] n_reg, n_next;  
    logic [7:0] b_reg, b_next;  
    always_ff @(posedge clk, posedge reset) begin
        if (reset) begin
            state_reg <= IDLE;
            s_reg <= 0;
            n_reg <= 0;
            b_reg <= 0;
        end else begin
            state_reg <= state_next;
            s_reg <= s_next;
            n_reg <= n_next;
            b_reg <= b_next;
        end
    end
    always_comb begin
        state_next = state_reg;
        rx_done_tick = 1'b0;
        s_next = s_reg;
        n_next = n_reg;
        b_next = b_reg;
        case (state_reg)
            IDLE:
                if (~rx) begin
                    state_next = START;
                    s_next = 0;
                end
            START:
                if (s_tick) begin  
                    if (s_reg == 7) begin  
                        state_next = DATA;
                        s_next = 0;
                        n_next = 0;
                    end else begin
                        s_next = s_reg + 1;
                    end
                end
            DATA:
                if (s_tick) begin
                    if (s_reg == 15) begin  
                        s_next = 0;         
                        b_next = {rx, b_reg[7:1]};  
                        if (n_reg == (DBIT-1)) begin  
                            state_next = STOP;
                        end else begin
                            n_next = n_reg + 1;  
                        end
                    end else begin
                        s_next = s_reg + 1;
                    end
                end
            STOP:
                if (s_tick) begin
                    if (s_reg == (SB_TICK-1)) begin  
                        state_next = IDLE;
                        rx_done_tick = 1'b1;
                    end else begin
                        s_next = s_reg + 1;
                    end
                end
        endcase
    end
    assign dout = b_reg;
endmodule
--- flow/run.sh ---
#!/bin/bash
# OpenROAD 26Q1-2900-gdf79404cd8, Yosys 0.63+post, stock flow scripts
make -C /OpenROAD-flow-scripts/flow DESIGN_CONFIG=/design/flow/config.mk WORK_HOME=/design/flow/orfs finish
==> results.ini <==
[grt]
grt.total_usage=0.03732
first_global_vias=650
grt_max_degree=20
gr-total-overflow=0
grt_pass1_wl_mm=3.491
antenna_found_initial=0

[power]
power_density_nw_per_um2=535.4
netSwitchingPower_uw=205.4
power_frac_clock=0.232
intPower_uw=451.7
vdd_ir_drop_max_mv=0.09459
p_leak_nw=0.4989
switching_share=0.3126
p_seq_frac=0.511
comb_power_share=0.257

[layout]
largest_register_ffs=8
mostFrequentLayoutCell=dfrtp_1
drive_gt1_frac=0.1531
mostFrequentLayoutCells=dfrtp_1, clkdlybuf4s50_1, nand2_1, mux2_2, o21ai_0
fillCellCount=774
syn_to_final_growth_pct=27.73

[synthesis]
ys_cells=86
aoi_share=0.1732
netlist_instances=86
yosysWarnings=1
xor_share=0
adder_share=0.03906
ys_area_sq_um=960.9
synth.distinct_cells=32
syn_area_per_cell_sq_um=11.17
ys_seq_share=0.4961
mux_share=0.1172
synthesis.area_sq_um=960.9
numSynthFlops=19
synth-simple-area-share=0.1471
yosys.area.top_type=dfrtp_1
area_leaders=dfrtp_1, mux2_2, ha_1
logic_family=AND-OR/OR-AND gates
top_cell_area_share=0.4688

[timing]
final-max-slew-violation-count=0
finalClockSkew_ps=6.343
period_used_share=0.8363
hold_ws_ps=507.0
fin_setup_tns_ps=0
rsz0062_at_grt=no
finalHoldViolations=0
period_needed_ps=2927
slew-limit-headroom=0.4893
clock.fmax_mhz=341.6
tightest_slew_ps=765.2
setup_violations=0

[route]
route.detailed.drc=0
wl_met2_microns=929
drtIter0Drc=45
routed.top_layer=met4
ant_nets=0
vias=686
via_per_inst=3.536
drt_wl_total_mm=2.014
antenna_cells=0
firstDrtPassIters=3
wl_met1_microns=986
wl_per_cell_microns=10.38
wl_met3_microns=44

[setup_path]
start_kind=input port
r2r-start=n_reg[0]$_DFFE_PP0P_
cp_data_arrival_time_ps=2230
r2r_end=n_reg[0]$_DFFE_PP0P_
crit_type=input port to output pin
r2r_cells=5
r2r_slack_ps=1750
end_kind=output pin
crit_slowest_cell=clkdlybuf4s50_1
worstPathMaxFanout=6
required_ps=2800
max_stage_delay_ps=550
cp_cell_sequence=clkdlybuf4s50_1, and3_1, and3_1, clkdlybuf4s50_1

[clocking]
root_buffer=clkbuf_8
worstSkewPairLatency_ps=250
post_cts_resized=0
cts_hold_buf=0
cts_tree=built
cts_buffer_depth=2
clock_sinks=19
htree_num_levels=1
clkTransAtPathRegs_ps=70
post-cts-setup-buffer-count=0
cts_buffers=3

[floorplanning]
fp_util=0.1407
dieArea_sq_um=10820
die_x_microns=104
fp.dieH_microns=104
design.core.area_sq_um=6832
io_pins=13
row_count=30

[placement]
dpl.hpwl_mm=1.436
io_buffers=12
globalplace.congestion=0.7379

[flow_run]
cap_violations=0
warnings=25

[min_path]
min_path_cells=1
worstHoldStart=n_reg[2]$_DFFE_PP0P_
hold_class=flip-flop to flip-flop
whs_endpoint=n_reg[2]$_DFFE_PP0P_

[run_status]
status=finished, final reports clean

[how the worst max path moves through the flow]
stage	start	endpoint	slack [ps]	depth (start not counted)
4_1_cts	s_tick	rx_done_tick	550	4
5_1_grt	s_tick	rx_done_tick	480	4
6_report	s_tick	rx_done_tick	570	4
[layout make-up]
| class | instances | area (sq um) | area share |
|---|---|---|---|
| Sequential cell | 19 | 476.7 | 0.3884 |
| Multi-Input combinational cell | 61 | 457.9 | 0.3731 |
| Timing Repair Buffer | 12 | 120.1 | 0.09786 |
| Tap cell | 96 | 120.1 | 0.09786 |
| Clock buffer | 4 | 45.04 | 0.03670 |
| Inverter | 2 | 7.507 | 0.006116 |
[power by group through the flow]
| stage | Sequential (mW) | Clock, mW | Combinational (mW) |
|---|---|---|---|
| 6_report | 0.336 | 0.152 | 0.169 |
| 5_1_grt | 0.347 | 0.172 | 0.196 |
| 4_1_cts | 0.336 | 0.161 | 0.173 |
[cell usage after synthesis]
cell	count
nand3b_1	1
o31ai_1	3
a22o_1	3
o21ai_0	7
nor2_1	1
o211ai_2	1
nor4b_1	1
nand2_1	9
and3b_1	1
mux2_1	1
or4_1	1
or4b_1	1
dfrtp_1	18
a32o_1	1
a21boi_1	1
o31a_1	1
buf_2	3
ha_1	3
a21oi_1	1
o41ai_1	1
mux2_2	9
clkbuf_1	1
or3_1	1
nand3_2	1
nand3_1	4
a21bo_1	1
a21o_1	2
nor2b_1	2
o21ai_1	1
dfstp_2	1
and3_1	2
inv_1	2
[kinds of logic (layout without fill, tap and decap cells)]
| family | Yosys count | count (layout) |
|---|---|---|
| simple gates | 25 | 25 |
| compound gates | 23 | 23 |
| mux | 10 | 10 |
| flops | 19 | 19 |
| buf+inv | 6 | 18 |
| fa+ha+maj | 3 | 3 |
[worst max-delay path, delay by kind of cell]
| kind | cells | cell delay (ps) |
|---|---|---|
| buffers and inverters | 2 | 1030 |
| AND/OR/NAND/NOR | 2 | 500 |
[through the flow]
step	setup slack [ps]	std cells	utilization	instance area (sq um)	total power, mW
floorplan	1643	86	-	960.9	0.4557
global placement	557.9	190	0.1731	1182	0.5073
detailed placement	563.6	190	0.1731	1182	0.5126
CTS	551.4	194	0.1797	1227	0.6707
global route	475.7	194	0.1797	1227	0.7146
finish	573.0	194	0.1797	1227	0.6572
[layer usage]
metal	global-route usage	vias up
met5	0	-
li1	-	342
met2	0.05721	6
met3	0.006266	2
met1	0.05261	336
met4	0.01093	0
Power and IR drop assume default switching activity.
