===== ./run.sh =====
#!/bin/bash
# OpenROAD 26Q1-2900-gdf79404cd8, Yosys 0.63+post, stock flow scripts
make -C /OpenROAD-flow-scripts/flow DESIGN_CONFIG=/design/flow/config.mk WORK_HOME=/design/flow/orfs finish

===== ./config.mk =====
export PLATFORM = sky130hd
export DESIGN_NAME = fifo
export DESIGN_NICKNAME = fifo
export VERILOG_FILES = /design/flow/design.v
export SDC_FILE = /design/flow/constraint.sdc
export NUM_CORES = 4
export LEC_CHECK = 1
export CORE_AREA = 10 10 70 70
export DIE_AREA = 0 0 80 80

===== ./design.v =====
module fifo
#(parameter ADDR_WIDTH=3, DATA_WIDTH=8)(
    input logic clk, reset,
    input logic wr, rd,
    input logic [DATA_WIDTH-1:0] w_data,
    input logic [DATA_WIDTH-1:0] r_data,
    output logic full, empty
);
    logic [ADDR_WIDTH-1:0] w_addr, r_addr;
    reg_file #(.ADDR_WIDTH(ADDR_WIDTH), .DATA_WIDTH(DATA_WIDTH))
        r_file_unit (.w_en(wr & ~full), .*);
    fifo_ctrl #(.ADDR_WIDTH(ADDR_WIDTH)) ctrl_unit (.*);
endmodule
module fifo_ctrl
    #(parameter ADDR_WIDTH=3)(
    input logic clk, reset,
    input logic wr, rd,
    output logic full, empty,
    output logic [ADDR_WIDTH-1:0] w_addr,
    output logic [ADDR_WIDTH-1:0] r_addr
    );
    logic [ADDR_WIDTH-1:0] w_ptr_logic, w_ptr_next, w_ptr_succ;
    logic [ADDR_WIDTH-1:0] r_ptr_logic, r_ptr_next, r_ptr_succ;
    logic full_logic, empty_logic, full_next, empty_next;
    always_ff @(posedge clk, posedge reset) begin
        if (reset) begin
            w_ptr_logic <= 0;
            r_ptr_logic <= 0;
            full_logic <= 1'b0;
            empty_logic <= 1'b1;
        end else begin
            w_ptr_logic <= w_ptr_next;
            r_ptr_logic <= r_ptr_next;
            full_logic <= full_next;
            empty_logic <= empty_next;
        end
    end
    always_comb begin
        w_ptr_succ = w_ptr_logic + 1;
        r_ptr_succ = r_ptr_logic + 1;
        w_ptr_next = w_ptr_logic;
        r_ptr_next = r_ptr_logic;
        full_next = full_logic;
        empty_next = empty_logic;
        unique case ({wr, rd})
            2'b01:  
                if (~empty_logic) begin
                    r_ptr_next = r_ptr_succ;
                    full_next = 1'b0;
                    if (r_ptr_succ == w_ptr_logic) begin
                        empty_next = 1'b1;
                    end
                end
            2'b10:  
                if (~full_logic) begin
                    w_ptr_next = w_ptr_succ;
                    empty_next = 1'b0;
                    if (w_ptr_succ == r_ptr_logic) begin
                        full_next = 1'b1;
                    end
                end
            2'b11: begin  
                w_ptr_next = w_ptr_succ;
                r_ptr_next = r_ptr_succ;    
            end
            default: ;
        endcase
    end
    assign w_addr = w_ptr_logic;
    assign r_addr = r_ptr_logic;
    assign full = full_logic;
    assign empty = empty_logic;
endmodule
module reg_file
    #(parameter ADDR_WIDTH=3, DATA_WIDTH=8)(
        input logic clk,
        input logic w_en,
        input logic [ADDR_WIDTH-1:0] r_addr,
        input logic [ADDR_WIDTH-1:0] w_addr,
        input logic [DATA_WIDTH-1:0] w_data,
        output logic [DATA_WIDTH-1:0] r_data
    );
    logic [DATA_WIDTH-1:0] memory [0:2**ADDR_WIDTH-1];
    always_ff @(posedge clk) begin
        if (w_en) begin
            memory[w_addr] <= w_data;
        end
    end
    assign r_data = memory[r_addr];
endmodule

===== ./constraint.sdc =====
current_design fifo

set clk_period 2.1
set clk_io_pct 0.2

create_clock -name clk0 -period $clk_period [get_ports {clk}]

set non_clock_inputs [all_inputs -no_clocks]
set_input_delay [expr $clk_period * $clk_io_pct] -clock clk0 $non_clock_inputs
set_output_delay [expr $clk_period * $clk_io_pct] -clock clk0 [all_outputs]

==> flow_metrics.py <==
# Physical implementation metrics
metrics = {
    "critical_path": {
        "worst_ep_arrival_time_ns": 1.26,
        "reg2reg_to": "ctrl_unit.r_ptr_logic[1]$_DFFE_PP0P_",
        "crit_start": "ctrl_unit.empty_logic$_DFFE_PP1P_",
        "critPathBufInv": 1,
        "crit_path_start_kind": "register",
        "slowest_stage": "dfstp_2",
        "worstSetupEndpoint": "empty",
        "reg2regPathDepth": 3,
        "reg2reg_slack_ns": 0.81,
        "cp_max_fo": 4,
        "path_class": "register to output pin",
        "cp_num_cells": 1,
        "cp-end-kind": "output pin",
        "crit_family": "flip-flops",
        "critPathMaxStageDelay_ns": 0.55,
        "r2r_start": "ctrl_unit.empty_logic$_DFFE_PP1P_",
        "cp_data_required_time_ns": 1.68,
        "path_cells": "clkdlybuf4s50_1",
    },
    "routing": {
        "ant_nets": 0,
        "viasPerCell": 3.07,
        "antenna_cells": 0,
        "via_count": 279,
        "avgRoutedWirePerCell_um": 7.74,
        "drc": 0,
        "first_pass_iters": 3,
        "wl_um": 704,
        "drtIter0Drc": 6,
    },
    "clock_network": {
        "numCtsBuffers": 3,
        "htreeDepth": 1,
        "clkSlewWorstSetupHoldPaths_ns": 0.05,
        "cts_hold_buf": 0,
        "cts.sink_count": 8,
        "clkLatencyLatePin_ns": 0.25,
        "post_cts_buffers": 0,
        "cts_tree": "done",
        "cts_resized": 0,
        "cts_max_path_buffers": 2,
        "clock-root-buffer": "clkbuf_4",
    },
    "grt": {
        "antenna_found_initial": 0,
        "grt_pass1_vias": 294,
        "grt_max_degree": 9,
        "busiest_layer": "met2",
        "grt_use_met2_pct": 3.13,
        "grt_first_pass_wirelength_um": 1240,
        "grt-ovfl-total": 0,
        "met1_usage_pct": 2.92,
        "grtUsageTotal_pct": 2.40,
        "grtUsageMet3_pct": 1.82,
    },
    "flow_run": {
        "warnings": 41,
        "max_cap_violations": 0,
    },
    "synthesis": {
        "syn_avg_cell_area_sq_um": 11.8,
        "synth.distinct_cells": 15,
        "syn_inst": 36,
        "syn_area_sq_um": 425,
        "ys_warn_count": 2,
        "synth_chip_area_sq_um": 425,
        "yosysSeqAreaShare_pct": 47.4,
        "ys.flops": 8,
        "ys_cells": 36,
    },
    "hold_path": {
        "min_path_type": "input pin to asynchronous set/reset pin",
    },
    "power": {
        "p_switching_mw": 0.272,
        "power.internal_mw": 0.504,
        "p_seq_share_pct": 38.3,
        "ir_drop_mv": 0.263,
        "power_density_nw_per_um2": 1390,
        "swShare_pct": 35.1,
        "clkPwrFrac_pct": 15.8,
        "leakage_nw": 0.209,
        "combPwrFrac_pct": 45.9,
    },
    "sta": {
        "setup_viol": 0,
        "fmax_mhz": 594,
        "hold_viol": 0,
        "worst_slack_ns": 0.417,
        "setup-tns-final_ns": 0,
        "skew_ns": 0.00495,
        "tightest_slew_ns": 0.306,
        "max_slew_margin_pct": 79.6,
        "drv_slew": 0,
        "rsz0062_at_grt": "no",
        "final.min_clock_period_ns": 1.68,
        "finalCritPeriodShare_pct": 80.1,
    },
    "floorplanning": {
        "die_w_um": 80,
        "dieArea_sq_um": 6400,
        "chipHeight_um": 80,
        "ios": 22,
        "initial_core_util_pct": 12.5,
        "core_area_sq_um": 3420,
        "rows": 21,
    },
    "placement": {
        "port_buffers": 5,
        "place.gp.congestion": 0.712,
        "place_ws_ns": 0.422,
    },
    "final_layout": {
        "fillerInstances": 380,
        "combGateArea_sq_um": 213,
        "drive_above_1_share_pct": 15.6,
        "areaGrowthSynthToFinish_pct": 31.5,
        "final_cell_mix": "7 x dfrtp_1, 6 x xnor2_1, 5 x clkdlybuf4s50_1",
        "register_area_sq_um": 201,
        "final_common_cell": "dfrtp_1",
    },
    "run_status": {
        "status": "finished clean",
    },
}
==> flip-flops by register name, summed over array words and instances, names as in the netlist <==
name / flops
ctrl_unit.r_ptr_logic: 3
ctrl_unit.w_ptr_logic: 3
ctrl_unit.empty_logic: 1
ctrl_unit.full_logic: 1
==> how the worst min path moves through the flow <==
stage,slack (ns),from,end,cells after the start
final,0.41,reset,ctrl_unit.r_ptr_logic[0]$_DFFE_PP0P_,2
after global routing,0.44,reset,ctrl_unit.r_ptr_logic[0]$_DFFE_PP0P_,2
after CTS,0.42,reset,ctrl_unit.r_ptr_logic[0]$_DFFE_PP0P_,2
==> routing by layer <==
layer | part of all wire (%) | up-vias
met3 | 9.5 | 2
li1 | - | 142
met4 | 2.4 | 0
met2 | 46 | 9
met5 | 0 | -
met1 | 42 | 126
==> through the flow <==
stage | cell area (sq um) | util [%] | hold slack (ns) | power, mW | instances
after global placement | 533 | 15.6 | 0.480 | 0.655 | 87
after CTS | 559 | 16.4 | 0.419 | 0.787 | 91
after detailed placement | 533 | 15.6 | 0.487 | 0.659 | 87
final | 559 | 16.4 | 0.410 | 0.776 | 91
after floorplan | 425 | - | 0.235 | 0.583 | 36
after global routing | 559 | 16.4 | 0.444 | 0.850 | 91
==> power by group through the flow <==
| stage | Clock (mW) | Combinational, mW | Sequential (mW) |
|---|---|---|---|
| CTS | 0.129 | 0.361 | 0.298 |
| global route | 0.133 | 0.410 | 0.308 |
| finish | 0.122 | 0.356 | 0.297 |
==> logic make-up after synthesis <==
| group | count (synthesis) | share of synthesized area (%) |
|---|---|---|
| XOR/XNOR | 10 | 20.6 |
| AND/OR/NAND/NOR | 4 | 6.18 |
| AND-OR/OR-AND | 7 | 12.1 |
| flip-flops | 8 | 47.4 |
| multiplexers | 2 | 5.29 |
| adder cells (fa/ha/maj) | 2 | 5.88 |
| buffers and inverters | 3 | 2.65 |
==> area by class of cell <==
type,instances,area share (%)
Multi-Input combinational cell,25,38.0
Timing Repair Buffer,5,8.95
Inverter,3,2.01
Clock buffer,4,4.70
Tap cell,46,10.3
Sequential cell,8,36.0
==> cells in the mapped netlist <==
cell | number | area, sq um
dfrtp_1 | 7 | 175
xnor2_1 | 6 | 52.6
xor2_1 | 4 | 35.0
inv_1 | 3 | 11.3
ha_1 | 2 | 25.0
mux2_2 | 2 | 22.5
o211ai_1 | 2 | 15.0
o21ai_0 | 2 | 10.0
o21ai_1 | 2 | 10.0
dfstp_2 | 1 | 26.3
nand2_1 | 1 | 3.75
nand2b_1 | 1 | 6.26
nand4b_1 | 1 | 8.76
nor3b_1 | 1 | 7.51
o32ai_2 | 1 | 16.3
No activity file was given, so power comes from the tool's default toggle rates.
