File: /design/flow/run.sh
#!/bin/bash
# OpenROAD 26Q1-2900-gdf79404cd8, Yosys 0.63+post, stock flow scripts
make -C /OpenROAD-flow-scripts/flow DESIGN_CONFIG=/design/flow/config.mk WORK_HOME=/design/flow/orfs finish
File: /design/flow/config.mk
export PLATFORM = sky130hd
export DESIGN_NAME = name
export DESIGN_NICKNAME = name
export VERILOG_FILES = /design/flow/design.v
export SDC_FILE = /design/flow/constraint.sdc
export NUM_CORES = 4
export LEC_CHECK = 1
export CORE_AREA = 10 10 88 88
export DIE_AREA = 0 0 98 98
File: /design/flow/constraint.sdc
current_design name

set clk_period 3.9
set clk_io_pct 0.2

create_clock -name clk0 -period $clk_period [get_ports {clk}]

set non_clock_inputs [all_inputs -no_clocks]
set_input_delay [expr $clk_period * $clk_io_pct] -clock clk0 $non_clock_inputs
set_output_delay [expr $clk_period * $clk_io_pct] -clock clk0 [all_outputs]
File: /design/flow/design.v
module name #(
    parameter DBIT = 8, SB_TICK = 16
) (
    input logic clk, reset,   
    input logic tx_start, s_tick,
    input logic [7:0] din,
    output logic tx_done_tick,
    output logic tx
);
    typedef enum { IDLE, START, DATA, STOP } state;
    state state_reg, state_next;
    logic [3:0] s_reg, s_next;  
    logic [2:0] n_reg, n_next;  
    logic [7:0] b_reg, b_next;  
    logic tx_reg, tx_next;      
    always_ff @(posedge clk, posedge reset) begin
        if (reset) begin
            state_reg <= IDLE;
            s_reg <= 0;
            n_reg <= 0;
            b_reg <= 0;
            tx_reg <= 1'b1;  
        end else begin
            state_reg <= state_next;
            s_reg <= s_next;
            n_reg <= n_next;
            b_reg <= b_next;
            tx_reg <= tx_next;
        end
    end
    always_comb begin
        state_next = state_reg;
        tx_done_tick = 1'b0;
        s_next = s_reg;
        n_next = n_reg;
        b_next = b_reg;
        tx_next = tx_reg;
        case (state_reg)
            IDLE: begin
                tx_next = 1'b1;
                if (tx_start) begin
                    state_next = START;
                    s_next = 0;
                    b_next = din;
                end
            end
            START: begin
                tx_next = 1'b0;  
                if (s_tick) begin  
                    if (s_reg == 15) begin  
                        state_next = DATA;
                        s_next = 0;  
                        n_next = 0;  
                    end else begin
                        s_next = s_reg + 1;
                    end
                end
            end
            DATA: begin
                tx_next = b_reg[0];  
                if (s_tick) begin  
                    if (s_reg == 15) begin  
                        s_next = 0;         
                        b_next = b_reg >> 1;  
                        if (n_reg == (DBIT-1)) begin  
                            state_next = STOP;
                        end else begin
                            n_next = n_reg + 1;  
                        end
                    end else begin
                        s_next = s_reg + 1;
                    end
                end
            end
            STOP: begin
                tx_next = 1'b1;  
                if (s_tick) begin
                    if (s_reg == (SB_TICK-1)) begin  
                        state_next = IDLE;
                        tx_done_tick = 1'b1;
                    end else begin
                        s_next = s_reg + 1;
                    end
                end
            end
        endcase
    end
    assign tx = tx_reg;
endmodule
==> run notes <==
* **largest net degree at the start of global routing** 24
* **final-report max-slew violation count** 0
* **slew at the pin closest to its max-slew limit** 0.807 ns
* **Max Used Layer** met4
* **sequence of cells on the critical path** clkdlybuf4s50_1 -> and4_1 -> and2_1 -> clkdlybuf4s50_1
* **vias in the first global route** 898
* **combinational family with the most area after synthesis** AND-OR/OR-AND gates
* **Post-synth EDFFs** 0
* **via count** 896
* **Avg Cell Area, Syn** 9.43 um2
* **Top-Level Pins** 14
* **worst slew margin relative to its limit** 46.2%
* **Reg2Reg Setup Slack** 2.02 ns
* **routed wire length on met2** 1110 um
* **Worst IR Drop VDD** 0.0982 mV
* **outcome** finished clean
* **average wire per cell in the routed design** 12.6 um
* **synthesis-stage register bit count** 20
* **Remaining DRCs** 0
* **number of warnings the tools reported** 25
* **Post-Route Setup TNS** 0 ns
* **Unique masters post-synth** 38
* **main area contributors** sky130_fd_sc_hd__dfrtp_1 (40%), sky130_fd_sc_hd__o22ai_1 (5.1%), sky130_fd_sc_hd__dfstp_2 (4.7%)
* **placed instance area** 0.00130 mm2
* **first-pass GRT wire length** 4310 um
* **number of nets still failing antenna checks after routing** 0
* **Fmax achieved** 307 MHz
* **critical path launch point type** input pin
* **number of rows in the core area** 28
* **maximum fanout along the worst path** 12
* **proportion of register bits with asynchronous set or reset after synthesis** 100%
* **number of gates resized after CTS** 0
* **logic gate share of total power** 5.0%
* **antenna violations before repair** 0
* **post-CTS clock slew at the launch and capture registers of the worst setup and hold paths** 0.07 ns
* **type of the most critical hold path** reg -> reg
* **1st-pass router iterations** 4
* **Inserted Clock Buffers** 3
* **clock tree from TritonCTS** yes
* **cell with the most instances after synthesis** sky130_fd_sc_hd__dfrtp_1
* **Cell Pwr Density** 286 mW/mm2
* **Met3 Wirelength** 129 um
* **setup fix buffers added after clock tree synthesis** 0
* **internal power** 0.000308 W
* **number of cells in Yosys stat** 118
* **half-perimeter wire length of the detailed placement result** 1790 um
* **routed length on met1** 1280 um
* **Yosys top cell area share** 40.5%
* **final-layout fill cell count** 616
* **Most used DFF post-synth** sky130_fd_sc_hd__dfrtp_1
* **proportion of synthesized chip area in sequential cells** 45.2%
* **max-capacitance violation count** 0
* **Core Box Area** 0.00592 mm2
* **Post-Synthesis Cells** 118
* **CP most frequent cell** sky130_fd_sc_hd__clkdlybuf4s50_1
* **and+or+nand+nor area frac** 20.0%
* **commonest cells in the netlist** sky130_fd_sc_hd__dfrtp_1 (18), sky130_fd_sc_hd__nand2_1 (13), sky130_fd_sc_hd__a21oi_1 (9), sky130_fd_sc_hd__o22ai_1 (9), sky130_fd_sc_hd__nor2_1 (8)
* **final setup violation count** 0
* **WS Path Type** in -> out
* **die outline area** 0.00960 mm2
* **endpoint arrival time on the critical path** 2.47 ns
* **Syn-to-layout area delta** 21.5%
* **buffer depth of the longest clock path** 2
* **Routed Wire Length** 2540 um
* **library cell contributing the largest single delay on the critical path** sky130_fd_sc_hd__clkdlybuf4s50_1
* **AO/OA Area Share** 24.5%
* **cell taking the most area after synthesis** sky130_fd_sc_hd__dfrtp_1
* **combined area of the multi-input logic cells** 554 um2
* **global-route congestion overflow total** 0
* **switching power as a share of total power** 20.2%
* **share of final-layout standard cells stronger than drive strength 1** 8.66%
* **area fraction in full adders, half adders and majority gates** 3.37%
* **proportion of power drawn by flip-flops and latches** 53.6%
* **leakage power total** 0.550 nW
* **horizontal die dimension** 98 um
* **Tcrit/Tclk final** 83.5%
* **final hold violations** 0
* **detailed-route vias per instance** 4.44
* **clk ins delay skew pair** 0.26 ns
* **Yosys chip area** 0.00111 mm2
* **clock root buffer** sky130_fd_sc_hd__clkbuf_8
* **die span in y** 98 um
* **# diodes** 0
* **Iter 0 DRT Violations** 80
* **synthesized-area fraction occupied by xor and xnor cells** 0%
* **synthesized area** 0.00111 mm2
* **Worst Setup End Kind** output pin
* **Min Clock Period, post-route** 3.25 ns
* **count of port buffers added during placement** 13
* **cell area after layout** 0.00135 mm2
* **multiplexer area fraction after synthesis** 1.91%
* **final clock skew** 0.00312 ns
* **H-tree levels** 1
* **clock network fraction of design power** 41.4%
* **count of hold-fix buffers inserted at cts** 0
* **CTS Sinks** 20
* **final RePlAce weighted congestion** 0.807
* **setup repair after global routing missed its margin** false
* **total global routing track utilization** 5.17%
* **fraction of the core area occupied by cells at floorplan** 18.8%
* **required time of the critical path** 3.12 ns
* **delay of the slowest cell on the worst path** 0.56 ns
* **Largest register FFs** 8
* **number of warnings reported in the yosys synthesis log** 1
* **area of all sequential standard cells** 503 um2
* **Switching Power** 0.0000782 W
-- logic make-up after synthesis --
kind of cell             Yosys count
AND/OR/NAND/NOR                   42
AND-OR/OR-AND                     39
flip-flops                        20
buffers and inverters             12
adder cells (fa/ha/maj)            3
multiplexers                       2
-- area by class of cell --
class / instances / share of cell area, %
multi-input combinational: 86 / 41.0
sequential: 20 / 37.2
timing repair buffer: 13 / 9.63
tap: 75 / 6.94
clock buffer: 4 / 4.07
inverter: 4 / 1.11
-- power by group through the flow --
| stage | registers (W) | clock network [W] | logic, W |
|---|---|---|---|
| CTS | 0.000207 | 0.000167 | 0.0000201 |
| global route | 0.000207 | 0.000171 | 0.0000216 |
| finish | 0.000207 | 0.000160 | 0.0000193 |
-- through the flow --
stage | utilization (%) | hold WS (ns) | cells | total power (W) | setup slack [ns]
3_3_place_gp | 21.9 | 0.516 | 198 | 0.000231 | 0.676
4_1_cts | 22.8 | 0.542 | 202 | 0.000394 | 0.625
2_1_floorplan | - | 0.488 | 118 | 0.000217 | 2.01
6_report | 22.8 | 0.535 | 202 | 0.000386 | 0.645
5_1_grt | 22.8 | 0.567 | 202 | 0.000400 | 0.547
3_5_place_dp | 21.9 | 0.524 | 198 | 0.000231 | 0.639
-- worst paths after layout --
| check | startpoint | end | cells past startpoint |
|---|---|---|---|
| min in group asynchronous | reset | s_reg[1] | 2 |
| min reg2reg | b_reg[4] | b_reg[4] | 2 |
| max | s_tick | tx_done_tick | 4 |
| max in group asynchronous | reset | n_reg[2] | 2 |
| max reg2reg | state_reg[1] | b_reg[3] | 4 |
| min | b_reg[4] | b_reg[4] | 2 |
-- per-layer routing --
layer / global-route usage [%] / up-vias
met4: 0.671 / 0
li1: - / 453
met3: 1.71 / 2
met5: 0 / -
met1: 7.32 / 432
met2: 7.66 / 9
-- layout by cell type, fill, tap and decap left out, types with 3 or more instances in the layout --
cell type,netlist,routed
sky130_fd_sc_hd__dfrtp_1,18,18
sky130_fd_sc_hd__nand2_1,13,13
sky130_fd_sc_hd__clkdlybuf4s50_1,0,13
sky130_fd_sc_hd__o22ai_1,9,9
sky130_fd_sc_hd__a21oi_1,9,9
sky130_fd_sc_hd__nor2_1,8,8
sky130_fd_sc_hd__nand3_1,6,6
sky130_fd_sc_hd__a22o_1,5,5
sky130_fd_sc_hd__o21ai_0,4,4
sky130_fd_sc_hd__inv_1,4,4
sky130_fd_sc_hd__clkbuf_8,0,4
sky130_fd_sc_hd__nor3_1,3,3
sky130_fd_sc_hd__ha_1,3,3
-- worst max-delay path, delay by kind of cell --
kind	cells	cell delay, ns
simple gates	2	0.67
buf+inv	2	1.03
No activity file was given, so power comes from the tool's default toggle rates.
